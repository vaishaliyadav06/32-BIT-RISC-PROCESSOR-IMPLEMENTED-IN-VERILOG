<file path="flow/run.sh">
#!/bin/bash
# OpenROAD 26Q1-2900-gdf79404cd8, Yosys 0.63+post, stock flow scripts
make -C /OpenROAD-flow-scripts/flow DESIGN_CONFIG=/design/flow/config.mk WORK_HOME=/design/flow/orfs finish
</file>
<file path="flow/config.mk">
export PLATFORM = sky130hd
export DESIGN_NAME = register_file
export DESIGN_NICKNAME = register_file
export VERILOG_FILES = /design/flow/design.v
export SDC_FILE = /design/flow/constraint.sdc
export NUM_CORES = 4
export LEC_CHECK = 1
export CORE_UTILIZATION = 30
</file>
<file path="flow/constraint.sdc">
current_design register_file

set clk_period 6.4
set clk_io_pct 0.2

create_clock -name clk0 -period $clk_period [get_ports {clk}]

set non_clock_inputs [all_inputs -no_clocks]
set_input_delay [expr $clk_period * $clk_io_pct] -clock clk0 $non_clock_inputs
set_output_delay [expr $clk_period * $clk_io_pct] -clock clk0 [all_outputs]
</file>
<file path="flow/design.v">
`timescale 1ns / 1ps
module register_file
(
	clk,	 
	raddr0,
	rdata0,
	raddr1,
	rdata1,
	waddr,
	wdata,
	wren
);
	input	clk;
  input [4:0]	raddr0;
	input [4:0]	raddr1;
	input [4:0]	waddr;
	input	[31:0] wdata;
	input wren;
  output [31:0] rdata0;
	output [31:0]	rdata1; 
    reg	[31:0] reg_file	[31:0];
	assign rdata0 = reg_file[raddr0];
	assign rdata1 = reg_file[raddr1];
	integer i;
	initial
	begin	
	    for(i = 0; i < 32; i = i+1)
		begin
	        reg_file[i] = 0;
		end
	end
    always @(posedge clk)
	begin
		if (wren) begin
			reg_file[waddr] <= wdata;
		end
	end
 endmodule
</file>
==> impl_metrics.env <==
# yosys + openroad results
export IMPL_max_cap_violations=0
export IMPL_wire_per_inst_um=27.1
export IMPL_rows=147
export IMPL_grt_max_degree=80
export IMPL_rsz0062_at_grt="false"
export IMPL_syn_avg_cell_area_um2=14.4
export IMPL_dieHeight_um=405
export IMPL_drtAntennaViolNets=0
export IMPL_vias=31100
export IMPL_cts_reportedPaths_clkPinSlew_ns=0.06
export IMPL_crit_required_ns=5.12
export IMPL_ys_seq_frac=0.630
export IMPL_grt_pass1_vias=32300
export IMPL_cts_sinks=1024
export IMPL_yosys_area_um2=48800
export IMPL_cellLeakagePower_nw=20.3
export IMPL_cts_buffer_depth=3
export IMPL_hold_viol_final=0
export IMPL_cts_hold_buffers=0
export IMPL_largest_reg_flops=1024
export IMPL_synth_flops=1024
export IMPL_arrival_ns=4.32
export IMPL_top_area_cell="edfxtp_1"
export IMPL_power_switching_mw=3.55
export IMPL_drv_slew=0
export IMPL_setup_viol=0
export IMPL_fmax_mhz=179
export IMPL_setup_slack_ns=0.800
export IMPL_tool_warnings=26
export IMPL_wl_mm=156
export IMPL_dr_pass1_iters=5
export IMPL_die_w_um=405
export IMPL_pwr_density_cell_nw_per_um2=263
export IMPL_cts_resized=0
export IMPL_critical_path_max_fanout=20
export IMPL_status="completed"
export IMPL_die_area_um2=164000
export IMPL_fp_util=0.303
export IMPL_io_pins=113
export IMPL_grt_pass1_wl_mm=223
export IMPL_fin_crit_ns=5.60
export IMPL_core_um2=161000
export IMPL_cts_inserted_buffers=102
export IMPL_ctsRootBufferMaster="clkbuf_16"
export IMPL_power_mw=14.8
export IMPL_grt_ovfl_total=0
export IMPL_regMostFlops="reg_file"
export IMPL_syn_inst=3386
export IMPL_ir_drop_v=0.000202
export IMPL_synthToLayoutAreaGrowth_pct=15.2
export IMPL_antenna_found_initial=7
export IMPL_maxUsedRoutingLayer="met5"
export IMPL_timing_setup_tns_ns=0
export IMPL_drc=0
export IMPL_max_slew_margin=0.379
export IMPL_swShare=0.240
export IMPL_cp_end_kind="output pin"
export IMPL_final_layout_size_suffix_gt1_frac=0.0964
export IMPL_dp_hpwl_mm=88.7
export IMPL_post_cts_buffers=0
export IMPL_top_cell_area_share=0.630
export IMPL_yosys_warnings=1
export IMPL_portBuffers=112
export IMPL_worstSetupStartpointType="input port"
export IMPL_cts_htree_levels=3
export IMPL_layout_cells_most_common_list="mux2i_1 (1024), edfxtp_1 (1024), nand3_1 (194), nand2_1 (193)"
export IMPL_post_route_period_util=0.875
export IMPL_pwr_share_comb=0.095
export IMPL_worstMarginPinSlew_ns=0.930
export IMPL_tritoncts="done"
export IMPL_crit_type="in -> out"
export IMPL_met3_length_mm=21.4
export IMPL_syn_cell_area_um2=48800
export IMPL_final_util=0.349
export IMPL_drt_initial_drc_count=2056
export IMPL_clockPowerShare=0.398
export IMPL_reg_top3="reg_file x1024"
export IMPL_grt_usage=0.198
export IMPL_area_leaders="edfxtp_1 (63%), mux2i_1 (21%), a22oi_1 (3.0%), a22o_1 (2.3%), nand3_1 (2.0%)"
export IMPL_internal_power_mw=11.2
export IMPL_ys_cells=3386
export IMPL_pre_cts_ws_ns=0.811
export IMPL_vias_per_cell=5.41
export IMPL_gp_congestion=0.873
export IMPL_dr_wl_met2_mm=71.8
export IMPL_power_frac_seq=0.507
export IMPL_wl_met1_mm=55.9
export IMPL_synth_cell_types=23
export IMPL_hold_class="in -> reg"
[power by group through the flow]
stage,logic (mW),registers [mW],clock network (mW)
final,1.41,7.49,5.89
after global routing,1.50,7.50,6.22
after CTS,1.41,7.49,5.97
[metal layers]
metal	GRT usage	vias to the layer above
met5	0.00952	-
li1	-	13600
met1	0.239	15400
met3	0.118	310
met2	0.299	1709
met4	0.0661	16
[critical path, cell delays in order]
cell and delay, ns:
clkdlybuf4s50_1 0.63, nor2b_4 0.70, buf_4 0.47, a22o_1 0.21, nor3_1 0.05, a31oi_1 0.35
nand3_1 0.17, clkdlybuf4s50_1 0.44
[metrics by stage]
step / instances / hold slack [ns] / area [µm²]
CTS: 5749 / 1.29 / 56200
floorplan: 3386 / 1.38 / 48800
detailed placement: 5560 / 2.11 / 52900
global placement: 5560 / 2.11 / 52900
finish: 5750 / 1.34 / 56200
global route: 5750 / 1.33 / 56200
[cells in the mapped netlist (all sizes together)]
cell / instances
or3: 1
and2: 2
nand3b: 5
a22o: 128
a22oi: 192
edfxtp: 1024
nand3: 194
nor2b: 4
mux2i: 1024
nand2: 195
nor2: 35
clkbuf: 90
a21oi: 192
or2: 2
nand2b: 4
nor3: 64
or3b: 3
a31oi: 64
buf: 163
[final timing paths]
| check | start | endpoint | slack [ns] | cells after the start |
|---|---|---|---|---|
| max | raddr1[0] | rdata1[18] | 0.80 | 8 |
| min | wdata[1] | reg_file[29][1] | 1.34 | 2 |
[area by class of cell]
class                   count  area, µm²
diodes                      1       2.50
clock buffers             121       2620
clock inverters            68        653
fillers                 15200     105000
multi-input cells        2109      16800
flip-flops and latches   1024      30700
well taps                2160       2700
repair buffers            267       2680
[logic make-up after synthesis]
kind of cell,share of synthesized area
AND/OR/NAND/NOR,0.0471
multiplexers,0.210
buffers and inverters,0.0321
AND-OR/OR-AND,0.0804
flip-flops,0.630
