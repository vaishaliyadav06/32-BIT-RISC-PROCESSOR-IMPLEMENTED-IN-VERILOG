## flow/run.sh

```bash
#!/bin/bash
# OpenROAD 26Q1-2900-gdf79404cd8, Yosys 0.63+post, stock flow scripts
make -C /OpenROAD-flow-scripts/flow DESIGN_CONFIG=/design/flow/config.mk WORK_HOME=/design/flow/orfs finish
```

## flow/config.mk

```make
export PLATFORM = sky130hd
export DESIGN_NAME = alu
export DESIGN_NICKNAME = alu
export VERILOG_FILES = /design/flow/design.v
export SDC_FILE = /design/flow/constraint.sdc
export NUM_CORES = 4
export LEC_CHECK = 1
export CORE_UTILIZATION = 30
```

## flow/constraint.sdc

```tcl
current_design alu

set clk_period 10.8
set clk_io_pct 0.2

create_clock -name clk0 -period $clk_period

set non_clock_inputs [all_inputs -no_clocks]
set_input_delay [expr $clk_period * $clk_io_pct] -clock clk0 $non_clock_inputs
set_output_delay [expr $clk_period * $clk_io_pct] -clock clk0 [all_outputs]
```

## flow/design.v

```verilog
`timescale 1ns / 1ps
module alu
(
    control,	 
    operand0, 	 
    operand1, 	 
    result, 	 
    overflow,	 
    zero 	 
);
    input [3:0]	 control;
    input [31:0] operand0; 
    input [31:0] operand1;
    output [31:0] result;  
    output overflow;
    output zero;
    reg [31:0] result;
    reg overflow;
    reg zero;
	always @(control)
	begin
		case (control)
			4'b0000 :  
				begin
					result = operand0 & operand1;
					overflow = 0;
					zero = (result == 0) ? 1 : 0;
				end	
			4'b0001:  
				begin
					result = operand0 | operand1;
					overflow = 0;
					zero = (result == 0) ? 1 : 0;
				end	
			4'b0010:  
				begin
					result = operand0 + operand1;
					overflow = 0;
					zero = (result == 0) ? 1 : 0;
				end
			4'b0011:  
				begin
					result = operand0 ^ operand1;
					overflow = 0;
					zero = (result == 0) ? 1 : 0;
				end
			4'b0100:  
				begin
					result = ~(operand0 | operand1);
					overflow = 0;
					zero = (result == 0) ? 1 : 0;
				end
			4'b0110:  
				begin
					result = operand0 - operand1;
					overflow = 0;
					zero = (result == 0) ? 1 : 0;
				end
			4'b0111:  
				begin
					result = (operand0 < operand1) ? -1 : 0;
					overflow = 0;
					zero = (result == 0) ? 1 : 0;
				end
			4'b1000:  
				begin
					result = operand0 << operand1;
					overflow = 0;
					zero = (result == 0) ? 1 : 0;
				end
			4'b1001:  
				begin
					result = operand0 >> operand1;
					overflow = 0;
					zero = (result == 0) ? 1 : 0;
				end
			4'b1011:  
				begin
					result = operand0 + operand1;
					if ((operand0 >= 0 && operand1 >= 0 && result < 0) ||(operand0 < 0 && operand1 < 0 && result >= 0)) 
					   begin
						overflow = 1;
					   end 
					else 
					     begin
						   overflow = 0;
					     end
					zero = (result == 0) ? 1 : 0;
			       end
			4'b1100:  
				begin
					result = operand0 - operand1;
					if ((operand0 >= 0 && operand1 < 0 && result < 0)||(operand0 < 0 && operand1 >= 0 && result >= 0)) 
					   begin
						overflow = 1;
					   end 
				        else 
					    begin
						overflow = 0;
					    end
					zero = (result == 0) ? 1 : 0;
				end
			default:
				begin
					zero = 0;
					overflow = 0;
				end				
		endcase
	end
 endmodule
```

==> notes.md <==
Notes on the flow outputs.

- The run finished with clean final reports.
- The number of placed cells counting well taps reads 2,051.
- The max-capacitance violation count reads 0.
- The transition time at the pin with the least slew margin reads 1070 ps.
- OpenROAD emitted warnings numbering around 97.
- The layout stage reports a final design area of around 13,000 sq um.
- The critical path goes through clkdlybuf4s50_1, inv_1, ha_1, nand4_1, nor4_1, nand4_1, o211ai_1, o21ai_1, xnor2_1, a2111oi_2, nand3_1, or4_1, or4_1, nand2_1, clkdlybuf4s50_1.
- By area the synthesized netlist is led by sky130_fd_sc_hd__mux4_2 (12%), sky130_fd_sc_hd__ha_1 (11%), sky130_fd_sc_hd__nor2_1 (5.9%).
- The number of buffers added on ports reads 101.
- The initial antenna violation count reads 2.
- The final antenna-violating net count is 0.
- The chip area in the Yosys report reads 11,100 sq um.
- The number of unconstrained endpoints is approximately 64.
- Synthesis produced a netlist whose cell count is 1,562.
- The final cell utilization of the core is between 30% and 40%.
- The post-synthesis instance area is around 11,000 sq um.
- For this run, asynchronously set or reset flops after synthesis account for 0%.
- The worst hold margin reads 5920 ps.
- The smallest clock period supported by the final layout is computed as 10,060 ps.
- Dividing the detail-routed wire length by the instance count gives about 29 um.
- The number of global-route vias before repair is ~12,000.
- The flow reports an fmax of between 0.09 and 0.1 GHz.
- The smallest setup slack after layout is approximately 740 ps.
- The synth_stat.txt file lists the number of cells as between 1,500 and 2,000.
- The sequential fraction of design power is around 3.0%.
- The half-perimeter wire length after detailed placement is approximately 47,000 um.
- Overall power consumption after layout is estimated at 0.690 mW.
- The portion of the clock cycle consumed by the worst path in the final layout reads between 90% and 100%.
- The multiplexer share of the synthesized area reads 17.7%.
- The type of element launching the critical path reads a primary input.
- The flip-flop count of the largest register, all copies and words added reads 32.
- Of the total synthesized cell area, the portion taken by full adders, half adders and majority gates is 11.3%.
- The peak supply drop is around 23 uV.
- The leakage power summed over all cells reads 4.85 nW.
- The power density over the cells is 55.2 nW/um^2.
- The top cell type by area accounts for between 10% and 20% of the synthesized area.
- The post-cts sizing count is 0.
- The wire length of the first global-routing pass reads a little under 90,000 um.
- Looking at the gate-level netlist, the highest instance count belongs to sky130_fd_sc_hd__nor2_1.
- The largest family of logic cells by area reads AND-OR/OR-AND gates.
- Per the detailed-route log, wirelength across all metal layers totals approximately 59,000 um.
- The class of the most critical setup path is in -> out.
- Setup repair after global routing left no endpoint under its margin.
- The data arrival time at the worst-slack endpoint is 7900 ps.
- The net switching component of the power is around 0.43 mW.
- The number of max-slew violations in the final report is 0.
- The total internal power is roughly 0.26 mW.
- The initial core utilization reads between 30% and 40%.
- The worst setup timing slack at the placement stage reads ~950 ps.
- The I/O pin total is roughly 100.
- The via count normalized by instance count reads between 6 and 7.
- The compound-gate portion of the synthesized area reads between 30% and 40%.
- In this run, the synthesized area fraction spent on and/or/nand/nor cells is recorded as roughly a quarter.
- Warnings reported by Yosys during synthesis add up to 1.
- The distinct cell type count of the synthesized netlist reads 90.
- OpenSTA lists the critical path startpoint as operand0[16].
- The overall routing resource usage reads 31.5%.
- Along the worst path, the maximum fanout reaches 14.
- The sum of negative setup slack is 0 ps.
- The number of placement rows reads approximately 70.
- For this run, the slowest stage of the critical path takes about 850 ps.
- The most frequently used flop master after synthesis reads sky130_fd_sc_hd__dlxtn_1.
- In the synthesized netlist, the cells that appear most often are sky130_fd_sc_hd__nor2_1 (174), sky130_fd_sc_hd__nand2_1 (127), sky130_fd_sc_hd__a21oi_1 (110), sky130_fd_sc_hd__ha_1 (97), sky130_fd_sc_hd__inv_1 (96).
- The number of buffers inserted for hold repair after clock tree synthesis is 0.
- The violation tally recorded at the end of detailed-routing iteration 0 is around 1,600.
- The flip-flop and latch count after synthesis reads 32.
- The average cell area after synthesis reads about 7.1 sq um.
- Per STA, the endpoint of the critical path is zero.
- The kind of path behind the tightest hold check reads in -> out.
- The placer's final routability congestion estimate is approximately 1.0.
- The area enclosed by the die boundary is approximately 38,000 sq um.
- Measured along the y axis, the die boundary spans 194 um.
- The hold violation count in the final report reads 0.
- The portion of total power attributed to combinational logic is 97.0%.
- The number of register pins that no clock reaches is 32.
- The largest net degree at the start of global routing is roughly 57.
- The final instance count without filler cells is between 2,000 and 2,500.
- The final antenna diode tally reported by the flow is 0.
- The core region area reads about 37,000 sq um.
- The iteration count of the initial detailed-routing pass reads 6.
- In this run, synthesis inferred 0 flip-flops with an integrated enable.
- According to the floorplan report, the die width is ~190 um.
- Of the total power, the share spent switching nets is slightly above 60%.
- The cell with the largest stage delay on the worst path is sky130_fd_sc_hd__clkdlybuf4s50_1.
- Per the synthesis report, the XOR/XNOR share of the synthesized area is around 3.3%.
- The cell type contributing the most total cell area after synthesis reads sky130_fd_sc_hd__mux4_2.
- The overall overflow remaining after global route is 0.
- The relative area change from synthesis to final layout is 12.8%.
- The worst pin sits at a relative slew slack of around 28%.
- At the worst endpoint, the required time is about 8600 ps.
- Across all layers, the routed design uses roughly 13,000 vias.
- The share of cells above drive strength 1 is under 10%.
- The final report lists the setup-violating endpoint count as 0.
- The cell area reported after detailed placement reads 12,500 sq um.
- The clock network fraction of total power is 0%.
- The buffer count from post-CTS setup fixing reads 0.
- The worst setup path is captured at an output port.
- The number of design rule violations left after detail routing is 0.
worst max-delay path: cells and delay by family:
kind / cells / cell delay, ps
xor gates and xnor gates: 1 / 270
and+or+nand+nor: 7 / 2520
AOI/OAI and AO/OA: 3 / 890
adders and majority gates: 1 / 630
buffers and inverters: 3 / 1410
kinds of logic after synthesis:
logic type | count (synthesis)
mux | 122
simple gates | 559
other cells | 1
fa+ha+maj | 99
buf+inv | 226
latches | 32
xor+xnor | 42
compound gates | 481
layer usage:
layer	global-route usage [%]	part of all wire (%)
met5	0	0.022
met3	5.79	9.3
met4	13.0	4.9
met2	47.2	44
met1	45.0	42
power by group through the flow:
stage	logic [mW]	clock network, mW	registers (mW)
final	0.670	0	0.0204
after global routing	0.710	0	0.0214
after CTS	0.652	0	0.0206
cell type report:
cell class,instances,area (sq um)
sequential,32,480
fill,3873,24000
multi-input combinational,1304,9720
inverter,101,379
timing repair buffer,146,1330
tap,468,586
cell usage in the layout, fill, tap and decap left out, types with 10 or more instances in the layout:
cell,Yosys,final
sky130_fd_sc_hd__or3_1,13,13
sky130_fd_sc_hd__nand2_1,127,127
sky130_fd_sc_hd__a221oi_1,29,29
sky130_fd_sc_hd__o22a_1,17,17
sky130_fd_sc_hd__inv_1,96,95
sky130_fd_sc_hd__xnor2_1,32,32
sky130_fd_sc_hd__mux4_2,59,59
sky130_fd_sc_hd__a31oi_1,15,15
sky130_fd_sc_hd__dlxtn_1,32,32
sky130_fd_sc_hd__nor3_1,47,46
sky130_fd_sc_hd__nand3_1,39,39
sky130_fd_sc_hd__buf_4,3,47
sky130_fd_sc_hd__nor2_1,174,173
sky130_fd_sc_hd__mux2i_1,57,57
sky130_fd_sc_hd__a21o_1,12,12
sky130_fd_sc_hd__a221o_1,10,10
sky130_fd_sc_hd__o22ai_1,17,17
sky130_fd_sc_hd__a21oi_1,110,110
sky130_fd_sc_hd__o32a_1,13,13
sky130_fd_sc_hd__xor2_1,10,10
sky130_fd_sc_hd__clkdlybuf4s50_1,0,97
sky130_fd_sc_hd__a211oi_1,32,32
sky130_fd_sc_hd__nand2b_1,19,19
sky130_fd_sc_hd__and3_1,10,10
sky130_fd_sc_hd__o221ai_1,14,14
sky130_fd_sc_hd__ha_1,97,97
sky130_fd_sc_hd__nor2b_1,16,16
sky130_fd_sc_hd__o211ai_1,24,24
sky130_fd_sc_hd__nand4_1,33,33
sky130_fd_sc_hd__o21ai_0,72,72
sky130_fd_sc_hd__nor4_1,41,41
worst min-delay path by stage:
stage                        start   end  slack (ps)  depth (start not counted)
after global routing  operand1[30]  zero        5990                          7
final                 operand1[30]  zero        5920                          7
after CTS             operand1[30]  zero        5930                          7
Power is estimated from default activity; no workload was simulated.
